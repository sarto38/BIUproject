### ./design.v
module UART_tx (Clk,Rst_n,TxEn,TxData,TxDone,Tx,Tick,NBits);	 
input Clk, Rst_n, TxEn,Tick;	 
input [3:0]NBits;		 
input [7:0]TxData;		 
output Tx;
output TxDone;
parameter  IDLE = 1'b0, WRITE = 1'b1;	 
reg  State, Next;			 
reg  TxDone = 1'b0;			 
reg  Tx;				 
reg write_enable = 1'b0;		 
reg start_bit = 1'b1;			 
reg stop_bit = 1'b0;			 
reg [4:0] Bit = 5'b00000;		 
reg [3:0] counter = 4'b0000;		 
reg [7:0] in_data=8'b00000000;		 
reg [1:0] R_edge;			 
wire D_edge;				 
always @ (posedge Clk or negedge Rst_n)			 
begin
if (!Rst_n)					
begin
	State <= IDLE; 
end	
else 		State <= Next;				 
end
always @ (State or D_edge or TxData or TxDone) 
begin
    case(State)	
	IDLE:	if(D_edge)		Next = WRITE;		 
		else			Next = IDLE;
	WRITE:	if(TxDone)		Next = IDLE;  		 
		else			Next = WRITE;
	default 			Next = IDLE;
    endcase
end
always @ (State)
begin
    case (State)
	WRITE: begin
		write_enable <= 1'b1;	 
	end
	IDLE: begin
		write_enable <= 1'b0;	 
	end
    endcase
end
always @ (posedge Tick or negedge Rst_n)
begin
	if(Rst_n == 0)
	begin
		TxDone <= 1'b0;
		Tx <= 1'b1;
	end
	else if (!write_enable)				 
	begin
	TxDone <= 1'b0;
	start_bit <=1'b1;
	stop_bit <= 1'b0;
	end
	else			 
	begin
	counter <= counter+1;				 
	if(start_bit & !stop_bit)			 
	begin
	Tx <=1'b0;					 
	in_data <= TxData;				 
	end		
	if ((counter == 4'b1111) & (start_bit) )	 
	begin		
	start_bit <= 1'b0;
	in_data <= {1'b0,in_data[7:1]};
	Tx <= in_data[0];
	end
	if ((counter == 4'b1111) & (!start_bit) &  (Bit < NBits-1))	 
	begin		
	in_data <= {1'b0,in_data[7:1]};
	Bit<=Bit+1;
	Tx <= in_data[0];
	start_bit <= 1'b0;
	counter <= 4'b0000;
	end	
	if ((counter == 4'b1111) & (Bit == NBits-1) & (!stop_bit))	 
	begin
	Tx <= 1'b1;	
	counter <= 4'b0000;	
	stop_bit<=1'b1;
	end
	if ((counter == 4'b1111) & (Bit == NBits-1) & (stop_bit) )	 
	begin
	Bit <= 4'b0000;
	TxDone <= 1'b1;
	counter <= 4'b0000;
	end
	end
end
always @ (posedge Clk or negedge Rst_n)
begin
	if(!Rst_n)
	begin
	R_edge <= 2'b00;
	end
	else
	begin
	R_edge <={R_edge[0], TxEn};
	end
end
assign D_edge = !R_edge[1] & R_edge[0];
endmodule
### ./run.sh
#!/bin/bash
# OpenROAD 26Q1-2900-gdf79404cd8, Yosys 0.63+post, stock flow scripts
make -C /OpenROAD-flow-scripts/flow DESIGN_CONFIG=/design/flow/config.mk WORK_HOME=/design/flow/orfs finish
### ./config.mk
export PLATFORM = sky130hd
export DESIGN_NAME = UART_tx
export DESIGN_NICKNAME = UART_tx
export VERILOG_FILES = /design/flow/design.v
export SDC_FILE = /design/flow/constraint.sdc
export NUM_CORES = 4
export LEC_CHECK = 1
export CORE_AREA = 10 10 104 104
export DIE_AREA = 0 0 114 114
### ./constraint.sdc
current_design UART_tx

set clk_period 1.0
set clk_io_pct 0.2

create_clock -name clk0 -period $clk_period [get_ports {Clk}]
create_clock -name clk1 -period $clk_period [get_ports {Tick}]

set non_clock_inputs [all_inputs -no_clocks]
set_input_delay [expr $clk_period * $clk_io_pct] -clock clk0 $non_clock_inputs
set_output_delay [expr $clk_period * $clk_io_pct] -clock clk0 [all_outputs]
==> impl_metrics.csv <==
group,metric,value,unit
floorplan,die_area,13000,um^2
pwr,p_seq_share,40.3,%
synthesis,ys_ff,24,
clock_tree,cts_tree,"built",
synthesis,yosys_area,1260,um^2
run_status,status,"complete, but fails checks",
synthesis,syn_inst,99,
route,post_drt_wl_per_cell,9.96,um
placement,gp_congestion,0.769,
worst_setup_path,critPathMaxStageDelay,0.45,ns
pwr,pwr-share-clk,26.1,%
worst_setup_path,cp_slowest_cell,"edfxtp_1",
pwr,swShare,26.1,%
grt,grt_max_degree,13,
synthesis,syn_area,1260,um^2
floorplan,row_count,34,
floorplan,fp_util,14.5,%
route,dr_total_vias,929,
run_status,violations,"setup timing",
floorplan,chipWidth,114,um
worst_setup_path,critPathTopFamily,"AND-OR/OR-AND gates",
worst_setup_path,cp_max_fo,5,
worst_setup_path,cp_num_buf_inv,1,
route,n_antenna_cell,0,
final_timing,fin_skew,0.00244,ns
placement,port_buffers,16,
cells_and_area,area_delta_synth_final,72.8,%
worst_setup_path,crit_type,"flip-flop to flip-flop",
pwr,vdd_drop_max,0.00118,V
synthesis,edf_count,19,
placement,dp_slack,-1.76,ns
route,drt_iter0_markers,33,
synthesis,synthFlopType,"edfxtp_1",
route,routed_via_density,3.44,
worst_setup_path,crit_path_end_kind,"flip-flop",
grt,grt.total_usage,4.30,%
cells_and_area,postLayoutCoreUtil,25.1,%
worst_setup_path,crit_path_start_kind,"flip-flop",
flow_run,drv_cap,0,
final_timing,finalSetupTns,-31.34,ns
route,drt_first_pass_iters,4,
worst_setup_path,critPathRequiredTime,1.01,ns
placement,dp_hpwl,2010,um
final_timing,worst_slack,-1.07,ns
pwr,p_switching,0.903,mW
final_timing,maxSlewViolCount,0,
route,drc_errors,0,
grt,grt_pass1_wl,4730,um
route,routed_wl,2690,um
final_timing,worstMarginPinSlew,0.421,ns
pwr,comb_power_share,33.6,%
final_timing,setup_violations,35,
flow_run,warnings,29,
floorplan,io_pins,18,
pwr,leakage,0.889,nW
cells_and_area,drive_gt1_share,55.6,%
clock_tree,cts_sinks,24,
route,ant_nets,0,
floorplan,core,8680,um^2
pwr,internal_power,2.55,mW
synthesis,syn_area_per_cell,12.8,um^2
pwr,power_density,1580,nW/um^2
synthesis,yosys_warnings,1,
grt,grt-ovfl-total,0,
final_timing,hold-worst-slack,0.0230,ns
synthesis,ys_cells,99,
synthesis,synth-seq-area-share,55.2,%
floorplan,dieHeight,114,um
grt,antenna_found_initial,0,
synthesis,yosysUniqueCellTypes,33,
hold_path,hold_path.class,"input port to async pin",
grt,grt_pass1_vias,1022,
synthesis,async_reset_ff_share,20.8,%
final_timing,maxSlewHeadroom,71.8,%
worst_setup_path,arrival,2.08,ns
clock_tree,clk_pin_slew,0.08,ns
final_timing,hold_viol,0,
final_timing,rsz0062_at_grt,"yes",
worst_setup_path,path_cells,"ha_4 -> nor2b_4 -> o211ai_2 -> a21o_1 -> o21ai_4 -> buf_6 -> mux2_4",
-- final timing paths --
kind                            from  cells after the start  slack [ns]         end
setup / recovery              Bit[1]                      7       -1.07  in_data[0]
hold / removal                 Rst_n                      2        0.02          Tx
setup reg to reg              Bit[1]                      7       -1.07  in_data[0]
hold reg to reg            R_edge[0]                      0        0.37   R_edge[1]
max in group clk0                 Tx                      1       -0.09          Tx
max in group asynchronous      Rst_n                      3        0.32   R_edge[0]
min in group clk0          R_edge[0]                      0        0.37   R_edge[1]
min in group clk1              Rst_n                      3        0.44    stop_bit
-- worst register-to-register path, delay by kind of cell (launching register included) --
| family | cells | cell delay, ns |
|---|---|---|
| flops | 1 | 0.45 |
| fa+ha+maj | 1 | 0.30 |
| compound gates | 3 | 0.49 |
| simple gates | 1 | 0.13 |
| buf+inv | 1 | 0.15 |
| mux | 1 | 0.30 |
-- sequential cells by signal, indices dropped and copies added, names as in the netlist --
| register | flops |
|---|---|
| TxDone | 1 |
| in_data | 8 |
| counter | 4 |
| stop_bit | 1 |
| Bit | 5 |
| State | 1 |
| Tx | 1 |
| R_edge | 2 |
| start_bit | 1 |
-- placed cells by master, fill, tap and decap left out, drive strengths merged, types with 5 or more instances in the layout --
cell type / Yosys / routed
buf: 1 / 44
edfxtp: 19 / 19
clkdlybuf4s50: 0 / 9
mux2: 7 / 7
clkbuf: 0 / 7
ha: 7 / 7
nor2: 7 / 7
inv: 5 / 5
and2: 5 / 5
-- cells in the mapped netlist (2+ instances only) --
cell type | instances | share of area (%)
edfxtp_1 | 19 | 45
and2_1 | 5 | 2.5
a21boi_0 | 2 | 1.2
ha_1 | 7 | 6.9
xnor2_1 | 4 | 2.8
nor2_1 | 6 | 1.8
nor2b_1 | 3 | 1.5
nor3_1 | 3 | 1.2
nand2_1 | 3 | 0.89
nand3_1 | 4 | 1.6
mux2_2 | 7 | 6.2
inv_1 | 5 | 1.5
a21oi_1 | 4 | 1.6
a21o_1 | 2 | 1.2
xor2_1 | 3 | 2.1
dfrtp_1 | 4 | 7.9
o21a_1 | 2 | 1.2
-- metrics by stage --
step / instances / area (um^2) / total power [mW]
finish: 270 / 2180 / 3.45
floorplan: 99 / 1400 / 1.94
detailed placement: 253 / 1940 / 2.44
CTS: 266 / 2170 / 3.51
global route: 270 / 2180 / 3.67
global placement: 253 / 1940 / 2.44
-- cell families (layout without fill, tap and decap cells) --
family / after synthesis / count (layout) / share of synthesized area, %
AND/OR/NAND/NOR: 28 / 28 / 11.9
AND-OR/OR-AND: 20 / 20 / 12.5
multiplexers: 7 / 7 / 6.24
adder cells (fa/ha/maj): 7 / 7 / 6.94
buffers and inverters: 6 / 69 / 2.38
flip-flops: 24 / 24 / 55.2
XOR/XNOR: 7 / 7 / 4.86
-- layer usage --
metal	GRT usage, %	routed length (um)
met5	0	0
met2	6.53	1240
met4	0.668	12
met1	6.01	1340
met3	1.38	96
-- what timing repair did --
| item | 4_1_cts | 5_1_grt |
|---|---|---|
| pin swaps | 21 | 12 |
| endpoints found under the setup margin | 40 | 39 |
| buffers inserted | 6 | 6 |
| gates cloned | 1 | 0 |
| hold endpoints to repair | 0 | 4 |
| hold buffers | 0 | 1 |
| resized | 46 | 6 |
-- power by group through the flow --
stage     clock (mW)  sequential, mW  combinational (mW)
4_1_cts        0.930            1.39                1.18
6_report       0.900            1.39                1.16
5_1_grt        0.987            1.41                1.27
-- cell type report --
| cell class | count | area (um^2) |
|---|---|---|
| Tap cell | 108 | 135 |
| Multi-Input combinational cell | 69 | 743 |
| Inverter | 5 | 43.8 |
| Fill cell | 914 | 6500 |
| Sequential cell | 24 | 697 |
| Timing Repair Buffer | 56 | 472 |
| Clock inverter | 1 | 5.00 |
| Clock buffer | 7 | 86.3 |
No activity file was given, so power comes from the tool's default toggle rates.
