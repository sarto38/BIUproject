`constraint.sdc`:
```
current_design FSM

set clk_period 2.8
set clk_io_pct 0.2

create_clock -name clk0 -period $clk_period [get_ports {clk}]

set non_clock_inputs [all_inputs -no_clocks]
set_input_delay [expr $clk_period * $clk_io_pct] -clock clk0 $non_clock_inputs
set_output_delay [expr $clk_period * $clk_io_pct] -clock clk0 [all_outputs]
```
`config.mk`:
```
export PLATFORM = sky130hd
export DESIGN_NAME = FSM
export DESIGN_NICKNAME = FSM
export VERILOG_FILES = /design/flow/design.v
export SDC_FILE = /design/flow/constraint.sdc
export NUM_CORES = 4
export LEC_CHECK = 1
export CORE_AREA = 10 10 96 96
export DIE_AREA = 0 0 106 106
```
`run.sh`:
```
#!/bin/bash
# OpenROAD 26Q1-2900-gdf79404cd8, Yosys 0.63+post, stock flow scripts
make -C /OpenROAD-flow-scripts/flow DESIGN_CONFIG=/design/flow/config.mk WORK_HOME=/design/flow/orfs finish
```
`design.v`:
```
`timescale 1ns / 1ps
module FSM #(parameter M = 8)(RxDone,AndDone,TxDone,RstFSM,clk,RxEn,SetReceive,RstUART,AndEnable,SetTransmit,TxEn,RstReceive,RstTransmit,Triger);
    input RxDone,AndDone,TxDone,RstFSM,clk; 
    output reg RxEn,SetReceive,RstUART,AndEnable,SetTransmit,TxEn,RstReceive,RstTransmit;
	output reg Triger = 1'b0;
	reg [3:0] State = 4'b0000;
	reg [7:0] cnt = 8'b0;
	reg [3:0] delay = 4'b0;
	reg flag = 1'b0;
	parameter  S0 = 4'b0000, S1 = 4'b0001, S2 = 4'b0010, S3 = 4'b0011, S4 = 4'b0100, S5 = 4'b0101, S6 = 4'b0110, S7 = 4'b0111, S8 = 4'b1000, S9 = 4'b1001; 
	always @ (posedge clk or negedge RstFSM)			
	begin
		if(RstFSM == 0)
		begin
		State = S0;
		end
		else if(State == S0)
		begin
		RxEn = 1;
		TxEn = 0;
		RstReceive = 0;
		RstTransmit = 0;
		RstUART = 0;
		cnt = 0;
		SetReceive = 1;
		SetTransmit = 1;
		AndEnable = 0;
		State = S1;
		end
		else if((State == S1 || State == S3) && RxDone) 
		begin
		SetReceive = 0;
		RstUART = 0;
		cnt = cnt + 1;
		State = S3;
		end
		else if(State == S1)
		begin
		RstReceive = 1;
		RstTransmit = 1;
		RstUART = 1;
		end
		else if(State == S3 && cnt >= (M/8)) 
		begin
		RstUART = 1;
		if(delay < 10)
		begin
		delay = delay+1;
		if (flag == 0)
		begin
		Triger = 1;
		flag = 1;
		end
		else
		begin
		Triger = 0;
		end
		end
		else
		begin
		AndEnable = 1;
		cnt = 0;
		delay = 0;
		State = S4;
		end
		end
		else if(State == S3) 
		begin
		SetReceive = 1;
		RstUART = 1;
		end
		else if(State == S4 && AndDone) 
		begin
		AndEnable = 0;
		flag=0;
		State = S0;
		end
	end	
endmodule
```
==> impl_metrics.env <==
# source this file to load flow results
export IMPL_status="finished clean"
export IMPL_cts_path_max_buffers=2
export IMPL_stdcell_count=210
export IMPL_grt_max_degree=13
export IMPL_hold_viol_final=0
export IMPL_required_ns=2.77
export IMPL_path_clk_slew_ns=0.08
export IMPL_rows=31
export IMPL_fin_skew_ns=0.008648
export IMPL_rr_worst_depth=4
export IMPL_tightest_slew_ns=0.6036
export IMPL_place_congestion=0.8047
export IMPL_clkPwrFrac_pct=36.6
export IMPL_ctsResizeCount=0
export IMPL_vias=771
export IMPL_io_pins=14
export IMPL_r2r_start="cnt[0]"
export IMPL_rsz0062_at_grt="false"
export IMPL_logic_area_sq_um=470.5
export IMPL_power_switching_uw=103.7
export IMPL_htreeDepth=1
export IMPL_clkLatencyLatePin_ns=0.26
export IMPL_stdcell_area_sq_um=1384
export IMPL_ctsHoldBuffers=0
export IMPL_cp_start_kind="flip-flop"
export IMPL_cts_tree="done"
export IMPL_ys_flops=21
export IMPL_internal_power_uw=438.4
export IMPL_hold_path_class="flip-flop to flip-flop"
export IMPL_arrival_ns=1.97
export IMPL_clock_sinks=21
export IMPL_warning_count=28
export IMPL_ir_drop_uv=119.6
export IMPL_ys_warn_count=1
export IMPL_clockRootBuffer="clkbuf_8"
export IMPL_p_leak_nw=0.5276
export IMPL_route_met3_wl_um=84
export IMPL_dpl_instance_area_sq_um=1338
export IMPL_fillCellCount=797
export IMPL_hold_end="Triger"
export IMPL_cp_end_kind="flip-flop"
export IMPL_crit_type="flip-flop to flip-flop"
export IMPL_fp_util_pct=16.01
export IMPL_synth_area_per_cell_sq_um=11.32
export IMPL_register_area_sq_um=615.6
export IMPL_switching_share_pct=19.12
export IMPL_synth_top_cell_by_area="edfxtp_1"
export IMPL_slew_violations=0
export IMPL_core_area_sq_um=7214
export IMPL_yosys_cell_types_count=35
export IMPL_antenna_found_initial=0
export IMPL_pre_cts_ws_ns=0.6615
export IMPL_io_buffers=9
export IMPL_dp_cells=206
export IMPL_netlist_instances=102
export IMPL_numCtsBuffers=3
export IMPL_maxCapViolCount=0
export IMPL_viasPerCell=3.671
export IMPL_area_delta_synth_final_pct=19.83
export IMPL_ys_seq_share_pct=53.30
export IMPL_power_uw=542.1
export IMPL_setup_violations=0
export IMPL_cts_setup_buffers=0
export IMPL_fmax_mhz=500.8
export IMPL_p_seq_share_pct=61.7
export IMPL_min_period_ns=1.997
export IMPL_fin_util_pct=19.18
export IMPL_chipArea_sq_um=11240
export IMPL_comb_power_share_pct=1.7
export IMPL_synthDominantCellAreaShare_pct=46.80
export IMPL_maxUsedRoutingLayer="met4"
export IMPL_wire_per_inst_um=9.748
export IMPL_die_x_um=106
export IMPL_grt_pass1_wl_um=3484
export IMPL_ant_nets=0
export IMPL_syn_area_sq_um=1155
export IMPL_place_hpwl_um=1488
export IMPL_met2_length_um=895
export IMPL_drt_first_iter_violations=47
export IMPL_p_per_area_nw_per_um2=391.7
export IMPL_worst_path_max_fanout=8
export IMPL_die_h_um=106
export IMPL_r2r_end="cnt[5]"
export IMPL_ys_chip_area_sq_um=1155
export IMPL_drt_pre_antenna_iters=4
export IMPL_yosys_cells=102
export IMPL_drt_total_wl_um=2047
export IMPL_drive_gt1_share_pct=7.207
export IMPL_track_usage_pct=3.595
export IMPL_timing_final_ws_setup_ns=0.8031
export IMPL_drcViolationCount=0
export IMPL_gr_total_overflow=0
export IMPL_grt_pass1_vias=732
export IMPL_r2r_setup_slack_ns=0.80
export IMPL_finalCritPeriodShare_pct=71.32
export IMPL_n_antenna_cell=0
export IMPL_worstHoldStart="flag"
export IMPL_min_path_cells=1
export IMPL_final_setup_tns_ns=0
export IMPL_wirelength_met1_um=1020
export IMPL_maxSlewHeadroom_pct=59.45
export IMPL_topCellsByArea="edfxtp_1, dfrtp_1, ha_1, inv_1, nor2_1"
export IMPL_timing_hold_ws_ns=0.5139
worst max path at each step:
stage	startpoint	endpoint	slack, ns	cells after the start
CTS	cnt[0]	cnt[2]	0.81	4
global route	cnt[0]	cnt[4]	0.72	4
finish	cnt[0]	cnt[5]	0.80	4
worst max-delay path, stage by stage (launching register included):
cell and delay (ns):
edfxtp_1 0.50, ha_1 0.28, nor4b_4 0.36, a211oi_2 0.17
o31a_1 0.41
Yosys cell counts:
library cell / count
and2_1: 3
nand3b_1: 1
buf_2: 1
a211oi_2: 1
nand4_1: 1
o21a_1: 1
edfxtp_1: 18
dfrtp_1: 3
o2bb2ai_1: 1
and4bb_2: 1
a21oi_1: 5
conb_1: 2
and3_1: 2
nor4_4: 1
a41oi_1: 1
xor2_1: 2
o2111a_1: 1
and3b_1: 1
nor3_1: 1
o211a_1: 1
nor2b_1: 1
o311a_1: 1
nor2_1: 10
a311oi_1: 1
nor3b_1: 1
o31a_1: 2
nor4b_4: 1
o21ai_0: 7
or3_1: 3
xnor2_1: 2
ha_1: 4
nand3_1: 5
nand2_1: 2
inv_1: 10
buf_4: 4
power by group through the flow:
stage     Combinational [mW]  Clock [mW]  Sequential, mW
4_1_cts              0.00929       0.206           0.335
5_1_grt               0.0101       0.218           0.335
6_report             0.00897       0.198           0.335
cell type report:
cell class	count	area share, %
clock buffer	3	2.984
sequential	21	44.48
timing repair buffer	9	6.510
clock inverter	1	0.3617
inverter	10	2.712
multi-input combinational	67	34.00
tap	99	8.951
sequential cells by signal, indices dropped and copies added, names as in the netlist:
register,cells
AndEnable,1
RstUART,1
State,3
delay,4
SetReceive,1
cnt,8
Triger,1
flag,1
RstReceive,1
kinds of logic (layout without fill, tap and decap cells):
logic type	count (synthesis)	in the layout	share of synthesized area, %
and+or+nand+nor	34	34	18.96
buffers and inverters	15	23	6.284
adders and majority gates	4	4	4.334
other	2	3	0.6503
DFF	21	21	53.30
xor gates and xnor gates	4	4	3.034
AOI/OAI and AO/OA	22	22	13.43
layer usage:
| layer | vias to the layer above | GRT usage [%] |
|---|---|---|
| li1 | 382 | - |
| met1 | 372 | 5.109 |
| met2 | 15 | 5.345 |
| met3 | 2 | 0.7951 |
| met4 | 0 | 1.161 |
| met5 | - | 0 |
cells in the final DEF, fill, tap and decap left out, drive strengths merged:
cell,count
a211oi,1
nand2,2
dfrtp,3
and3,2
nand4,1
o2bb2ai,1
o21a,1
a41oi,1
and3b,1
o211a,1
o31a,2
nor4b,1
o21ai,7
nor4,1
nand3,5
conb,3
nor2,10
nor3,1
nor3b,1
or3,3
a311oi,1
clkdlybuf4s50,9
edfxtp,18
clkinv,1
nand3b,1
and2,3
a21oi,5
ha,4
clkbuf,3
o2111a,1
nor2b,1
xor2,2
xnor2,2
and4bb,1
inv,10
o311a,1
Power and IR drop assume default switching activity.
