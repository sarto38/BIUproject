<file path="flow/design.v">
module UART_rx (Clk,Rst_n,RxEn,RxData,RxDone,Rx,Tick,NBits);		
input Clk, Rst_n, RxEn,Rx,Tick;		 
input [3:0]NBits;			 
output RxDone;				 
output [7:0]RxData;			 
parameter  IDLE = 1'b0, READ = 1'b1; 	 
reg [1:0] State, Next;			 
reg  read_enable = 1'b0;		 
reg  start_bit = 1'b1;			 
reg  RxDone = 1'b0;			 
reg [4:0]Bit = 5'b00000;		 
reg [3:0] counter = 4'b0000;		 
reg [7:0] Read_data= 8'b00000000;	 
reg [7:0] RxData;			 
always @ (posedge Clk or negedge Rst_n)			 
begin
if (!Rst_n)
begin
	State <= IDLE; 
end	
else 		State <= Next;				 
end
always @ (State or Rx or RxEn or RxDone)
begin
    case(State)	
	IDLE:	if(!Rx & RxEn)		Next = READ;	  
		else			Next = IDLE;
	READ:	if(RxDone)		Next = IDLE; 	  
		else			Next = READ;
	default 			Next = IDLE;
    endcase
end
always @ (State or RxDone)
begin
    case (State)
	READ: begin
		read_enable <= 1'b1;			 
	      end
	IDLE: begin
		read_enable <= 1'b0;			 
	      end
    endcase
end
always @ (posedge Tick or negedge Rst_n)
	begin
	if(Rst_n ==0)
	begin
	RxDone <= 1'b0;
	end
	else if (read_enable)
	begin
	RxDone <= 1'b0;							 
	counter <= counter+1;						 
	if ((counter == 4'b1000) & (start_bit))				 
	begin
	start_bit <= 1'b0;
	counter <= 4'b0000;
	end
	if ((counter == 4'b1111) & (!start_bit) & (Bit < NBits))	 
	begin
	Bit <= Bit+1;
	Read_data <= {Rx,Read_data[7:1]};
	counter <= 4'b0000;
	end
	if ((counter == 4'b1111) & (Bit == NBits)  & (Rx))		 
	begin
	Bit <= 4'b0000;
	RxDone <= 1'b1;
	counter <= 4'b0000;
	start_bit <= 1'b1;						 
	end
	end
end
always @ (posedge Clk)
begin
if (NBits == 4'b1000)
begin
RxData[7:0] <= Read_data[7:0];	
end
if (NBits == 4'b0111)
begin
RxData[7:0] <= {1'b0,Read_data[7:1]};	
end
if (NBits == 4'b0110)
begin
RxData[7:0] <= {1'b0,1'b0,Read_data[7:2]};	
end
end
endmodule
</file>
<file path="flow/config.mk">
export PLATFORM = sky130hd
export DESIGN_NAME = UART_rx
export DESIGN_NICKNAME = UART_rx
export VERILOG_FILES = /design/flow/design.v
export SDC_FILE = /design/flow/constraint.sdc
export NUM_CORES = 4
export LEC_CHECK = 1
export CORE_AREA = 10 10 110 110
export DIE_AREA = 0 0 120 120
</file>
<file path="flow/constraint.sdc">
current_design UART_rx

set clk_period 1.3
set clk_io_pct 0.2

create_clock -name clk0 -period $clk_period [get_ports {Clk}]
create_clock -name clk1 -period $clk_period [get_ports {Tick}]

set non_clock_inputs [all_inputs -no_clocks]
set_input_delay [expr $clk_period * $clk_io_pct] -clock clk0 $non_clock_inputs
set_output_delay [expr $clk_period * $clk_io_pct] -clock clk0 [all_outputs]
</file>
<file path="flow/run.sh">
#!/bin/bash
# OpenROAD 26Q1-2900-gdf79404cd8, Yosys 0.63+post, stock flow scripts
make -C /OpenROAD-flow-scripts/flow DESIGN_CONFIG=/design/flow/config.mk WORK_HOME=/design/flow/orfs finish
</file>
==> ci_impl_report.md <==
## Implementation flow summary

| Metric | Value |
|---|---|
| Status | finished, violations left |
| Failing checks | negative setup slack |
| Die height | 120 um |
| DRT Wirelength | 2990 um |
| # Cells Yosys | 116 |
| Pint | 1.66 mW |
| Via density | 3.43 |
| Relative slew slack | 0.804 |
| Setup violators final | 25 |
| R2R Setup Slk | -0.42 ns |
| Register pins left without a clock | 1 |
| # IOs | 18 |
| #FFs+latches synth | 30 |
| Post-Syn Instances | 116 |
| CTS clk-pin slew, worst paths | 0.07 ns |
| Die area | 14400 um^2 |
| Critical path capture point type | flip-flop |
| Reg power frac | 0.506 |
| DRT iter0 DRCs | 60 |
| Vias | 1045 |
| VDD IR max | 0.283 mV |
| Post-Synth Simple-Gate Area | 0.157 |
| First-pass GRT wire length | 5200 um |
| RR Startpoint | Bit[1]$_SDFFCE_PN0P_ |
| Tightest Pin Transition | 0.294 ns |
| R2R depth | 6 |
| FP Util | 0.148 |
| Multiplexer share | 0.0631 |
| Number of unconstrained endpoints | 1 |
| Global Route Usage Sum | 0.0439 |
| Area fraction in compound gates | 0.0657 |
| Final setup margin | -0.416 ns |
| Drt first pass iters | 4 |
| XOR/XNOR share of the synthesized area | 0.0303 |
| Yosys Chip Area | 1450 um^2 |
| Rows | 36 |
| Clock Skews | 0.00408 ns |
| Post-synthesis cell type count | 33 |
| Synth Area per Inst | 12.5 um^2 |
| Share of layout cells above drive strength 1 | 0.419 |
| Fin. max-slew vios | 0 |
| Chip width | 120 um |
| Dominant combinational family | simple AND/OR/NAND/NOR gates |
| Largest net degree at the start of global routing | 15 |
| Comb power frac | 0.148 |
| Synth warnings | 1 |
| Clock share of power | 0.346 |
| Number of max-cap violations | 0 |
| Setup_tns | -8.22 ns |
| Hold_buf cts | 0 |
| Post-place setup slack | -0.860 ns |
| Core Box Area | 9770 um^2 |
| Worst EP required | 1.33 ns |
| Fin util | 0.237 |
| Unrepaired setup endpoints after global routing | true |
| Startpoint Class | flip-flop |
| Final hold vios | 0 |
| Pwr dens | 925 nW/um^2 |
| Grt ovf | 0 |
| Reg2Reg Capture Point | Read_data[0]$_DFFE_PP_ |
| DR DRC count | 0 |
| DP HPWL | 2210 um |
| Leakage | 0.969 nW |
| Arrival @ worst endpoint | 1.75 ns |
| Vias in the first global route | 1138 |
| Diodes inserted | 0 |
| Switching power | 479 uW |
| Mapped Area | 1450 um^2 |
| Peak fanout along the critical path | 8 |
| Antenna Nets Post-Route | 0 |
| Hold WC Path Type | in -> async |
| Count of tool warnings | 30 |
| Crit path kind | reg -> reg |
| Gpl congestion | 0.802 |
| Initial antenna violation count | 0 |
| Adder share | 0.0605 |
| Sw frac | 0.224 |
| I/O Buffers | 16 |
| Area delta synth->final | 59.8% |
| TritonCTS clock tree | yes |
| Wire length per cell | 9.79 um |
==> critical path: stages (launching register included) <==
cell and delay, ns:
edfxtp_1 0.44, ha_4 0.31, nand2b_4 0.05, a2111oi_4 0.32
buf_4 0.18, nor3b_4 0.04, buf_12 0.13
==> logic make-up (layout without fill, tap and decap cells) <==
| kind of cell | count (synthesis) | count (layout) |
|---|---|---|
| compound gates | 14 | 14 |
| xor+xnor | 5 | 5 |
| buf+inv | 13 | 69 |
| latches | 1 | 1 |
| simple gates | 38 | 38 |
| fa+ha+maj | 7 | 7 |
| flops | 29 | 29 |
| mux | 9 | 9 |
==> layer usage <==
layer	vias to the layer above	global-route usage	wire length, um
li1	523	-	-
met1	500	0.0533	1370
met2	15	0.0708	1380
met3	7	0.0195	165
met4	0	0.00980	62
met5	-	0	0
==> cell type report <==
type                            count  area (um^2)
Fill cell                        1006         7460
Timing Repair Buffer               50          464
Multi-Input combinational cell     73          692
Sequential cell                    30          855
Tap cell                          133          166
Clock buffer                        7         86.3
Inverter                           11         46.3
Clock inverter                      1         3.75
==> repair_timing <==
action,CTS,global route
pin swaps,8,3
gates cloned,0,0
resized,29,18
setup endpoints to repair,42,33
buffers inserted,8,6
endpoints found under the hold margin,0,0
==> flip-flops by register name, indices dropped and copies added, names as in the netlist <==
signal       flops
start_bit        1
RxDone           1
read_enable      1
Bit              5
RxData           8
counter          4
Read_data        8
State            2
==> metrics by stage <==
step                power, mW  instances  cell area [um^2]  hold slack [ns]
floorplan                1.22        116              1500          -0.0356
global placement         1.35        287              2000            0.470
detailed placement       1.35        287              2000            0.476
CTS                      2.13        302              2230            0.287
global route             2.24        305              2310            0.291
finish                   2.14        305              2310            0.282
==> layout by cell type (no fill, tap or decap), drive strengths merged, types with 2 or more instances in the layout <==
cell and n:
a21oi 2, and2 3, buf 34, clkbuf 7, clkdlybuf4s50 3, dfrtp 2
dfxtp 2, dlygate4sd2 6, dlymetal6s2s 7, edfxtp 24, ha 7, inv 11
mux2i 8, nand2 11, nand2b 2, nand3 5, nand4b 2, nor2 10
o21ai 6, xnor2 2, xor2 3
==> power groups by stage <==
stage                 registers (mW)  clock network [mW]  logic (mW)
final                           1.08               0.740       0.317
after CTS                       1.08               0.756       0.294
after global routing            1.09               0.801       0.349
==> synthesized netlist by cell type (all sizes together) <==
cell type	n	area, um^2
a2111oi	1	15.0
o21ai	6	30.0
nor2	10	37.5
dlxtn	1	15.0
a31oi	1	6.26
a22o	1	8.76
nand3	5	25.0
dfrtp	2	50.1
or3	1	6.26
and2b	1	8.76
nand4b	2	32.5
buf	1	5.00
a21boi	1	7.51
xor2	3	26.3
a21oi	2	10.0
and2	3	18.8
nor3b	1	7.51
clkbuf	1	3.75
nor3	1	16.3
mux2	1	11.3
nor4	1	21.3
nand2b	2	12.5
mux2i	8	80.1
dfxtp	2	40.0
o22ai	1	6.26
ha	7	87.6
nand2	11	41.3
xnor2	2	17.5
edfxtp	24	721
inv	11	41.3
dfstp	1	26.3
o21bai	1	11.3
==> how the worst max path moves through the flow <==
stage / start / end / slack [ns]
after CTS: Bit[1]$_SDFFCE_PN0P_ / Read_data[4]$_DFFE_PP_ / -0.47
final: Bit[1]$_SDFFCE_PN0P_ / Read_data[0]$_DFFE_PP_ / -0.42
after global routing: Bit[3]$_SDFFCE_PN0P_ / Read_data[1]$_DFFE_PP_ / -0.48
Power figures rest on the tool's default switching activity, not on a simulated workload.
